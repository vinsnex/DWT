==> flow/design.v <==
module wavelet_transform(clk, rst, data_stream, H_out, L_out, addr, MUX_A, MUX_B, MUX_C, MUX_D, MUX_E, d1out, d2out, d3out, Ld1out, Ld2out, Ld3out, Ld4out, sub1, sub2, add1, add2); 
input clk, rst;
output reg [0:7] H_out;
output reg [0:7] L_out;
output reg  [0:7] addr;
output [0:7] data_stream;
output [0:7] MUX_A, MUX_B, MUX_C, MUX_D, MUX_E;
output [0:7] sub1, sub2;
output reg  [0:7] d1out, d2out, d3out;
output [0:7] add1, add2;
output reg  [0:7] Ld1out, Ld2out, Ld3out, Ld4out;
reg  sel;
reg  [0:7] BDU_1, BDU_2, BDU_3, BDU_4, BDU_5, BDU_6, BDU_7, BDU_8, BDU_9, BDU_10, BDU_11;
reg  [0:7] HPDU_1, HPDU_2, HPDU_3, HPDU_4, HPDU_5, HPDU_6, HPDU_7, HPDU_8, HPDU_9, HPDU_10, HPDU_11, HPDU_12, HPDU_13, HPDU_14;
reg  [0:7] LPDU_1, LPDU_2, LPDU_3, LPDU_4, LPDU_5, LPDU_6, LPDU_7, LPDU_8, LPDU_9, LPDU_10, LPDU_11, LPDU_12, LPDU_13, LPDU_14;
rom rom1(addr, data_stream);
assign sub1 = MUX_B - d1out;
assign sub2 = MUX_C - d1out;
assign add1 = MUX_D + (H_out >> 2);
assign add2 = MUX_E + (H_out >> 2);
assign MUX_A =  (addr[7] == 1'b1 ? data_stream : (addr[6:7] == 2'b00 ? BDU_2  : (addr[5:7] == 3'b010 ? BDU_9  : (addr[6:7] == 2'b10 ? BDU_3  : 8'hz))));
assign MUX_B =  (addr[7] == 1'b0 ? data_stream : (addr[6:7] == 2'b01 ? BDU_1  : (addr[5:7] == 3'b011 ? BDU_2  : (addr[6:7] == 2'b11 ? L_out  : 8'hz))));
assign MUX_C =  (addr[7] == 1'b0 ? d3out       : (addr[6:7] == 2'b01 ? HPDU_2 : (addr[5:7] == 3'b011 ? HPDU_14: (addr[6:7] == 2'b11 ? HPDU_6 : 8'hz))));
assign MUX_D =  (addr[7] == 1'b1 ? Ld2out      : (addr[6:7] == 2'b10 ? BDU_4  : (addr[5:7] == 3'b100 ? BDU_11 : (addr[6:7] == 2'b00 ? BDU_5  : 8'hz)))); 
assign MUX_E =  (addr[7] == 1'b1 ? Ld4out      : (addr[6:7] == 2'b10 ? LPDU_2 : (addr[5:7] == 3'b100 ? LPDU_14: (addr[6:7] == 2'b00 ? LPDU_6 : 8'hz))));
always@(negedge clk, negedge rst) begin
    if(!rst) begin
        addr <= 0;
    end else begin
        addr <= addr + 1;
    end
end
always@(negedge clk, negedge rst) begin
    if(!rst) begin
        sel <= 0;
    end else begin
        sel <= !sel;
    end
end
always@(negedge clk, negedge rst) begin
    if(!rst) begin
        d1out <= 0;
        d2out <= 0;
        d3out <= 0;
        H_out <= 0;
    end else begin
        d1out <= MUX_A >> 1;
        d2out <= sub1;
        d3out <= d2out;
        H_out <= sub2;
    end
end
always@(negedge clk, negedge rst) begin
    if(!rst) begin
        Ld1out <= 0; 
        Ld2out <= 0; 
        Ld3out <= 0; 
        Ld4out <= 0; 
        L_out  <= 0; 
    end else begin
        Ld1out <= data_stream;
        Ld2out <= Ld1out;
        Ld3out <= add1;
        Ld4out <= Ld3out;
        L_out  <= add2;
    end
end
always@(negedge clk, negedge rst) begin
    if(!rst) begin
        BDU_1 <= 0; 
        BDU_2 <= 0;
        BDU_3 <= 0;
        BDU_4 <= 0;
        BDU_5 <= 0; 
        BDU_6 <= 0; 
        BDU_7 <= 0; 
        BDU_8 <= 0; 
        BDU_9 <= 0; 
        BDU_10 <= 0; 
        BDU_11 <= 0; 
    end else begin
        BDU_1 <= L_out; 
        BDU_2 <= BDU_1;
        BDU_3 <= BDU_2;
        BDU_4 <= BDU_3;
        BDU_5 <= BDU_4; 
        BDU_6 <= BDU_5; 
        BDU_7 <= BDU_6; 
        BDU_8 <= BDU_7; 
        BDU_9 <= BDU_8; 
        BDU_10 <= BDU_9; 
        BDU_11 <= BDU_10; 
    end
end
always@(negedge clk, negedge rst) begin
    if(!rst) begin
        HPDU_1 <= 0; 
        HPDU_2 <= 0;
        HPDU_3 <= 0;
        HPDU_4 <= 0;
        HPDU_5 <= 0; 
        HPDU_6 <= 0; 
        HPDU_7 <= 0; 
        HPDU_8 <= 0; 
        HPDU_9 <= 0; 
        HPDU_10 <= 0; 
        HPDU_11 <= 0; 
        HPDU_12 <= 0; 
        HPDU_13 <= 0; 
        HPDU_14 <= 0; 
    end else begin
        HPDU_1 <= d3out; 
        HPDU_2 <= HPDU_1;
        HPDU_3 <= HPDU_2;
        HPDU_4 <= HPDU_3;
        HPDU_5 <= HPDU_4; 
        HPDU_6 <= HPDU_5; 
        HPDU_7 <= HPDU_6; 
        HPDU_8 <= HPDU_7; 
        HPDU_9 <= HPDU_8; 
        HPDU_10 <= HPDU_9; 
        HPDU_11 <= HPDU_10; 
        HPDU_12 <= HPDU_11; 
        HPDU_13 <= HPDU_12; 
        HPDU_14 <= HPDU_13; 
    end
end
always@(negedge clk, negedge rst) begin
    if(!rst) begin
        LPDU_1 <= 0; 
        LPDU_2 <= 0;
        LPDU_3 <= 0;
        LPDU_4 <= 0;
        LPDU_5 <= 0; 
        LPDU_6 <= 0; 
        LPDU_7 <= 0; 
        LPDU_8 <= 0; 
        LPDU_9 <= 0; 
        LPDU_10 <= 0; 
        LPDU_11 <= 0; 
        LPDU_12 <= 0; 
        LPDU_13 <= 0; 
        LPDU_14 <= 0; 
    end else begin
        LPDU_1 <= Ld4out; 
        LPDU_2 <= LPDU_1;
        LPDU_3 <= LPDU_2;
        LPDU_4 <= LPDU_3;
        LPDU_5 <= LPDU_4; 
        LPDU_6 <= LPDU_5; 
        LPDU_7 <= LPDU_6; 
        LPDU_8 <= LPDU_7;
        LPDU_9 <= LPDU_8;
        LPDU_10 <= LPDU_9;
        LPDU_11 <= LPDU_10; 
        LPDU_12 <= LPDU_11; 
        LPDU_13 <= LPDU_12; 
        LPDU_14 <= LPDU_13; 
    end
end
endmodule
module rom(addr, data);
input     [0:7] addr;
output reg[0:7] data;
always@(addr) begin
    case(addr)
        0: data = 0;
        1: data = 145;
        2: data = 56;
        3: data = 49;
        4: data = 89;
        5: data = 137;
        6: data = 90;
        7: data = 62;
        8: data = 33;
        9: data = 71;
        10: data = 77;
        11: data = 92;
        12: data = 145;
        13: data = 153;
        14: data = 108;
        15: data = 74;
        16: data = 146;
        17: data = 183;
        18: data = 120;
        19: data = 80;
        20: data = 93;
        21: data = 73;
        22: data = 90;
        23: data = 102;
        24: data = 66;
        25: data = 72;
        26: data = 121;
        27: data = 121;
        28: data = 71;
        29: data = 57;
        30: data = 146;
        31: data = 173;
        32: data = 66;
        33: data = 69;
        34: data = 137;
        35: data = 139;
        36: data = 88;
        37: data = 77;
        38: data = 60;
        39: data = 170;
        40: data = 88;
        41: data = 36;
        42: data = 70;
        43: data = 160;
        44: data = 157;
        45: data = 61;
        46: data = 110;
        47: data = 93;
        48: data = 125;
        49: data = 143;
        50: data = 106;
        51: data = 76;
        52: data = 116;
        53: data = 115;
        54: data = 112;
        55: data = 163;
        56: data = 182;
        57: data = 148;
        58: data = 98;
        59: data = 168;
        60: data = 156;
        61: data = 86;
        62: data = 164;
        63: data = 193;
        default: data = 0;
    endcase
end
endmodule
==> flow/run.sh <==
#!/bin/bash
# OpenROAD 26Q1-2900-gdf79404cd8, Yosys 0.63+post, stock flow scripts
make -C /OpenROAD-flow-scripts/flow DESIGN_CONFIG=/design/flow/config.mk WORK_HOME=/design/flow/orfs finish
==> flow/config.mk <==
export PLATFORM = sky130hd
export DESIGN_NAME = wavelet_transform
export DESIGN_NICKNAME = wavelet_transform
export VERILOG_FILES = /design/flow/design.v
export SDC_FILE = /design/flow/constraint.sdc
export NUM_CORES = 4
export LEC_CHECK = 1
export CORE_UTILIZATION = 40
==> flow/constraint.sdc <==
current_design wavelet_transform

set clk_period 7.8
set clk_io_pct 0.2

create_clock -name clk0 -period $clk_period [get_ports {clk}]

set non_clock_inputs [all_inputs -no_clocks]
set_input_delay [expr $clk_period * $clk_io_pct] -clock clk0 $non_clock_inputs
set_output_delay [expr $clk_period * $clk_io_pct] -clock clk0 [all_outputs]
==> flow_summary.json <==
{
  "netlist_instances": 933,
  "yosys-top-cells-count": "391 x dfrtn_1, 75 x nand2_1, 52 x o21ai_0",
  "hpwl_mm": 24.1,
  "overflow": 0,
  "syn_to_final_growth_pct": 57.7,
  "maxSlewViolCount": 0,
  "place.gp.congestion": 0.859,
  "post-place-ws_ns": -1.66,
  "final-setup-viol-count": 80,
  "pin_count": 162,
  "avgSynthCellArea_um2": 14.3,
  "peakVddDrop_uv": 246,
  "startpoint_type": "flip-flop",
  "synth_top_cell_by_area": "dfrtn_1",
  "synth-async-reset-ratio_pct": 100,
  "wl_per_cell_um": 18.8,
  "rsz0062_at_grt": "true",
  "met1Wirelength_mm": 16.2,
  "cts_buffers": 40,
  "setup_ws_ns": -1.53,
  "fin_tns_setup_ns": -57.76,
  "route.met3.wl_mm": 2.12,
  "end_kind": "output pin",
  "hold_depth": 0,
  "rows": 66,
  "top_layer": "met4",
  "port_buffers": 160,
  "finalWirelength_mm": 35.6,
  "cts_root_buffer": "clkbuf_16",
  "grt_use_total_pct": 22.7,
  "topCellsByArea": "dfrtn_1 73%, ha_1 3.7%, mux2i_1 2.5%, nand2_1 2.1%, o21ai_0 1.9%",
  "die_h_um": 185,
  "fp.dieW_um": 185,
  "cts_hold_buf": 0,
  "htreeDepth": 2,
  "numSynthFlops": 391,
  "grt_pass1_wl_mm": 54.6,
  "timing.max_slew.rel_slack_pct": 62.3,
  "ys_types": 63,
  "drtIter0Drc": 455,
  "placedCellCount": 1727,
  "synth-warning-count": 7,
  "grt_pass1_vias": 9245,
  "cap_violations": 0,
  "viasPerCell": 4.71,
  "design_area_um2": 21100,
  "hold_ws_ns": 0.280,
  "status": "finished, violations left",
  "crit_required_ns": 6.24,
  "dr_wl_met2_mm": 16.5,
  "power_density_nw_per_um2": 194,
  "finClkSkew_ns": 0.184,
  "postSynthSeqShare_pct": 73.2,
  "die_area_um2": 34200,
  "violations": "setup timing",
  "cts_tree": "done",
  "design.core.area_um2": 32700,
  "num-fill-cells": 2332,
  "clock-sinks": 391,
  "fp-utilization_pct": 40.9,
  "warning_count": 39,
  "antenna_found_initial": 0,
  "placed_cell_area_um2": 17300,
  "antenna_left": 0,
  "crit_type": "reg -> out",
  "flop_cell": "dfrtn_1",
  "path_max_fanout": 6,
  "clock_latency_ns": 0.55,
  "hold_violations": 0,
  "yosys_area_um2": 13400,
  "worst_pin_slew_ns": 0.566,
  "top_cell": "dfrtn_1",
  "cp_data_arrival_time_ns": 7.77,
  "clk_pin_slew_ns": 0.05,
  "r2r_cells": 16,
  "grt_max_degree": 84,
  "instances_no_fill": 1900,
  "syn_area_um2": 13400,
  "diodes": 0,
  "synth-edff-count": 0,
  "top_cell_area_share_pct": 73.2,
  "final_layout_size_suffix_gt1_share_pct": 48.6,
  "via_count": 8946,
  "hp-class": "reg -> reg",
  "dr.pass1.iters": 4,
  "drc": 0,
  "yosysCellCount": 933,
  "cts_buffer_depth": 3,
  "p_leak_uw": 0.00948
}
[per-stage QoR]
stage	utilization [%]	total power, uW
after detailed placement	52.9	2120
after floorplan	-	2080
final	64.5	4090
after global placement	52.9	2120
after global routing	64.5	4230
after CTS	62.5	4150
[report_power, final]
part / total, uW / switching [uW] / internal (uW)
Sequential: 2040 / 0 / 2040
Combinational: 42.2 / 37.1 / 5.13
Clock: 2010 / 788 / 1220
Total: 4090 / 825 / 3270
[cell type report]
cell class,count,area [um^2],share of cell area (%)
multi-input combinational,460,4710,22.3
tap,442,553,2.62
timing repair buffer,498,4450,21.1
inverter,37,154,0.730
clock inverter,18,279,1.32
sequential,391,9780,46.4
clock buffer,54,1160,5.52
[worst max-delay path: stages, from the launching register on]
cell	delay, ns
dfrtn_1	0.54
inv_4	0.12
ha_4	0.18
or2_4	0.23
mux4_2	0.46
nand2b_4	0.16
a31oi_4	0.17
o31ai_4	0.11
buf_6	0.13
fa_2	0.35
a21o_1	0.18
a21oi_2	0.15
o21bai_1	0.08
a21oi_1	0.18
xnor2_1	0.16
buf_2	0.13
[what timing repair did]
action                                  CTS  global route
resized                                 536           108
pin swaps                               124            93
endpoints found under the setup margin   80            80
hold endpoints to repair                  0             0
setup buffers                            92            45
[path summary, 6_finish.rpt]
path                                           from                   end  slack (ns)
worst max-delay path              addr[6]$_DFF_NN0_               sub1[1]       -1.53
worst min-delay path            HPDU_1[1]$_DFF_NN0_   HPDU_2[1]$_DFF_NN0_        0.28
worst max register to register    addr[6]$_DFF_NN0_    H_out[1]$_DFF_NN0_        4.36
worst min register to register  HPDU_1[1]$_DFF_NN0_   HPDU_2[1]$_DFF_NN0_        0.28
max in group asynchronous                       rst   BDU_11[0]$_DFF_NN0_        2.00
min in group asynchronous                       rst  LPDU_14[5]$_DFF_NN0_        4.77
[placed cells by master, fill, tap and decap left out, types with 8 or more instances in the layout]
cell type        count
a21oi_1             12
a21oi_2             25
a21oi_4              8
buf_12              13
buf_2               46
buf_4              239
buf_6              102
clkbuf_16           40
clkbuf_8            11
clkdlybuf4s50_1     84
dfrtn_1            391
ha_1                12
ha_4                25
inv_1               18
inv_2               14
mux2_4              12
mux2i_1             27
nand2_1             60
nand2_2              8
nand2b_1            10
nor2_1              18
o21ai_0             17
o21ai_1             17
o21ai_2             19
xnor2_2              8
[kinds of logic after synthesis]
group                    count (synthesis)  synth area share [%]
AND-OR/OR-AND                          172                  8.08
XOR/XNOR                                27                  1.77
adder cells (fa/ha/maj)                 44                  4.34
buffers and inverters                   82                  2.58
flip-flops                             391                  73.2
multiplexers                            51                  4.31
other                                    1                0.0280
AND/OR/NAND/NOR                        165                  5.70
[layer usage]
metal | global-route usage, % | up-vias
li1 | - | 4183
met3 | 5.01 | 47
met5 | 0 | -
met1 | 37.3 | 4500
met2 | 33.0 | 216
met4 | 4.96 | 0
Power is estimated from default activity; no workload was simulated.
